`design/flow/design.v`:
```
module relu_unit(
    input logic clk,
    input logic reset,
    input logic [15:0] mac_in,
    input logic valid_in,
    output logic valid_out,
    output logic [15:0] relu_out
);
    always_ff @(posedge clk or posedge reset) begin
        if (reset) begin
            relu_out <= 16'b0;
            valid_out <= 1'b0;
        end else if (valid_in) begin
            relu_out <= (mac_in[15] == 1'b0) ? mac_in : 16'b0;  
            valid_out <= 1'b1;
        end
    end
endmodule
```
`design/flow/run.sh`:
```
#!/bin/bash
# OpenROAD 26Q1-2900-gdf79404cd8, Yosys 0.63+post, stock flow scripts
make -C /OpenROAD-flow-scripts/flow DESIGN_CONFIG=/design/flow/config.mk WORK_HOME=/design/flow/orfs finish
```
`design/flow/config.mk`:
```
export PLATFORM = sky130hd
export DESIGN_NAME = relu_unit
export DESIGN_NICKNAME = relu_unit
export VERILOG_FILES = /design/flow/design.v
export SDC_FILE = /design/flow/constraint.sdc
export NUM_CORES = 4
export LEC_CHECK = 1
export CORE_AREA = 10 10 71 71
export DIE_AREA = 0 0 81 81
```
`design/flow/constraint.sdc`:
```
current_design relu_unit

set clk_period 1.0
set clk_io_pct 0.2

create_clock -name clk0 -period $clk_period [get_ports {clk}]

set non_clock_inputs [all_inputs -no_clocks]
set_input_delay [expr $clk_period * $clk_io_pct] -clock clk0 $non_clock_inputs
set_output_delay [expr $clk_period * $clk_io_pct] -clock clk0 [all_outputs]
```
==> qor.log <==
[status] status complete, no violations
[cts] Clock Latency Late Sink 0.24 ns
[hold_path] Worst Hold Endpoint relu_out[13]
[floorplan] initial standard-cell utilization of the core 16.3%
[global_routing] maximum number of pins on one net before global-route repair 16
[hold_path] Hold Startpoint mac_in[15]
[drt] met1 routed wirelength after detailed routing 726 um
[worst_setup_path] library cell contributing the largest single delay on the critical path dfrtp_1
[cts] buffer type at the clock tree root clkbuf_8
[global_routing] GRT Overall Usage 5.32%
[timing] setup repair after global routing missed its margin no
[drt] Highest Signal Layer met4
[placed_design] Placed Cells 132
[logic_synthesis] Syn Std Cell Area 593 um2
[drt] wire length after detailed routing 1.82 mm
[drt] amount of wire on met3 after detailed routing 190 um
[cts] TritonCTS clock tree done
[timing] worst hold margin 0.203 ns
[logic_synthesis] Yosys chip area 593 um2
[logic_synthesis] Yosys reg bits 16
[logic_synthesis] cells in synth_stat.txt 40
[power] worst vdd ir 1070 uV
[cts] Inserted Clock Buffers 3
[power] proportion of power drawn by the clock network 35.5%
[worst_setup_path] most used cell, CP buf_4
[drt] Pre-antenna DRT Iters 2
[placed_design] Post-Place Worst Slack -0.256 ns
[timing] clk_skew 0 ns
[worst_setup_path] worst path arrival time 1.09 ns
[global_routing] remaining global-route overflow 0
[power] switching share of total power 19.5%
[timing] number of endpoints failing setup at the final stage 0
[power] power dissipated by switching net loads 0.299 mW
[timing] Final Critical Period 0.960 ns
[worst_setup_path] R2R Path End relu_out[10]
[timing] share of the cycle needed by the critical path after routing 96.0%
[floorplan] Site Rows 22
[power] cell-internal power 1.24 mW
[cts] clock transition at the registers of the reported paths 0.06 ns
[drt] via/cell ratio 3.54
[timing] Slew Viols, Final 0
[logic_synthesis] number of unique standard cell types used by synthesis 11
[placed_design] placer's final routability congestion estimate 0.761
[flow_run] max-cap check violation count 0
[worst_setup_path] type of element launching the critical path register
[drt] antenna viol nets, final 0
[drt] total number of vias 506
[floorplan] Die Y 81 um
[cells_and_area] number of cells in the finished layout apart from fillers 143
[cells_and_area] area added between synthesis and finish 84.8%
[worst_setup_path] required arrival time at the worst endpoint 1.13 ns
[cts] Bufs on Longest Clock Path 2
[global_routing] number of global-route vias before repair 534
[timing] Hold Vio Cnt, Final 0
[worst_setup_path] Setup crit end kind register
[power] sequential fraction of design power 46.6%
[floorplan] area of the chip 6560 um2
[worst_setup_path] RR Startpoint relu_out[10]
[cts] total clock sinks 16
[drt] number of design rule violations left after detail routing 0
[power] leakage dissipation 0.574 nW
[hold_path] type of the tightest min-delay check primary input to register
[hold_path] number of cells on the worst hold path 2
[worst_setup_path] CP Cell Sequence buf_4 -> buf_4 -> a22o_1
[flow_run] OpenROAD warnings 25
[placed_design] number of buffer cells added on primary ports 34
[timing] worst-case setup margin in the final layout 0.0405 ns
[worst_setup_path] worst-case register-to-register setup slack 0.04 ns
[floorplan] total I/O pin count 36
[global_routing] first-pass GRT wire length 2.69 mm
[timing] maximum clock rate 1040 MHz
[drt] routed wire length per instance 12.7 um
[drt] wire length on met2 893 um
[drt] Inserted Diodes 0
[worst_setup_path] start-to-end type of the worst setup path register to register
[worst_setup_path] R2R depth 3
[timing] total negative slack for setup checks 0 ns
[cts] number of H-tree levels 1
[logic_synthesis] register area share after synthesis 67.5%
[floorplan] core region area 3630 um2
[logic_synthesis] number of instances in the synthesized netlist 40
[placed_design] HPWL after DPL 1.44 mm
[worst_setup_path] crit-path max cell delay 0.38 ns
[logic_synthesis] Syn. warnings 1
[worst_setup_path] largest fanout of any net on the critical path 2
[floorplan] horizontal die dimension 81 um
[cts] hold buffers post-CTS 0
[cells_and_area] fraction of layout instances using a drive strength above 1 44.2%
[drt] iteration-0 DRC count of the detailed router 24
[global_routing] antenna violations before repair 0
[power] logic gate share of total power 17.9%
[logic_synthesis] Post-Synthesis Mean Instance Area 14.8 um2
[power] total power per unit cell area 1400 nW/um2
power groups by stage:
stage / clock network (mW) / registers [mW] / logic [mW]
4_1_cts: 0.561 / 0.717 / 0.284
5_1_grt: 0.586 / 0.723 / 0.306
6_report: 0.545 / 0.717 / 0.275
through the flow:
step	total power, mW	utilization (%)	area (um2)
2_1_floorplan	0.795	-	593
5_1_grt	1.62	30.2	1100
3_3_place_gp	1.02	29.2	1060
3_5_place_dp	1.03	29.2	1060
6_report	1.54	30.2	1100
4_1_cts	1.56	30.4	1100
cell type report:
type                       instances  area, um2
sequential                        16        400
inverter                           2       10.0
fill                             392       2540
clock buffer                       4       55.1
timing repair buffer              53        408
tap                               48       60.1
multi-input combinational         20        163
cells in the mapped netlist:
library cell / count / share of area [%]
and2b_4: 1 / 1.7
dfrtp_1: 16 / 68
buf_6: 2 / 3.8
o2bb2ai_1: 1 / 1.5
inv_1: 1 / 0.63
nand2_1: 1 / 0.63
buf_4: 1 / 1.3
conb_1: 1 / 0.63
or2_2: 1 / 1.1
inv_2: 1 / 0.63
a22o_1: 14 / 21
cells in the final DEF (no fill, tap or decap):
cell type	netlist	routed
buf_4	1	19
clkdlybuf4s50_1	0	16
dfrtp_1	16	16
a22o_1	14	14
buf_2	0	10
clkbuf_2	0	6
clkbuf_8	0	4
dlymetal6s2s_1	0	2
inv_4	0	1
and2b_4	1	1
inv_1	1	1
nand2_1	1	1
o2bb2ai_1	1	1
or2_2	1	1
conb_1	1	1
and2b_1	0	1
flip-flops by register name, summed over array words and instances, names as in the netlist:
signal / flops
relu_out: 15
valid_out: 1
how the worst max path moves through the flow:
stage	from	end	slack, ns	cells past startpoint
CTS	relu_out[11]	relu_out[11]	0.0006	1
global route	relu_out[10]	relu_out[10]	0.01	3
finish	relu_out[10]	relu_out[10]	0.04	3
kinds of logic after synthesis:
family | after synthesis | synth area share [%]
flops | 16 | 67.5
compound gates | 15 | 22.2
buf+inv | 5 | 6.33
simple gates | 3 | 3.38
other cells | 1 | 0.632
timing repair:
item | 4_1_cts | 5_1_grt
pin swaps | 0 | 0
endpoints found under the setup margin | 16 | 15
gates resized | 42 | 9
setup buffers | 5 | 1
gates cloned | 0 | 1
worst max-delay path, delay by kind of cell (launching register included):
family | cells | cell delay (ns)
AOI/OAI and AO/OA | 1 | 0.22
buffers and inverters | 2 | 0.25
DFF | 1 | 0.38
metal layers:
| metal | vias to the layer above | track usage (%) |
|---|---|---|
| met5 | - | 0 |
| li1 | 258 | - |
| met2 | 19 | 9.08 |
| met3 | 2 | 3.34 |
| met1 | 227 | 5.68 |
| met4 | 0 | 0.519 |
Power figures rest on the tool's default switching activity, not on a simulated workload.
